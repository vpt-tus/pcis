===== flow/design.v =====
package definitions;
  typedef enum logic [2:0] {ADD,SUB,MULT,DIV,SL,SR} opcode_t;
  typedef enum logic {UNSIGNED, SIGNED} operand_type_t;
  typedef union packed {
    logic [23:0] u_data;
    logic signed [23:0] s_data;
  } data_t;
  typedef struct packed {
    opcode_t opc;
    operand_type_t op_type;
    data_t op_a;
    data_t op_b;
  } instruction_t;
endpackage
package tlight_package;
  typedef enum logic [2:0]{
    RED = 3'b100, 
    YELLOW = 3'b010, 
    GREEN = 3'b001} tlight_control_t;
endpackage
package bcd;
	typedef logic [3:0] bcd_t;
endpackage
module timer_light #(parameter T=20) (
  input logic clock,
  input logic reset, 
  input logic push_btn,
  output logic light
);
  enum logic {OFF, ON} state, next_state;
  integer timer, next_timer;
  always_ff @(posedge clock or posedge reset)
    if (reset) begin
      state <= ON;
      timer <= T;
    end else begin
      state <= next_state;
      timer <= next_timer;
    end
  always_comb begin
    next_state = state;
    next_timer = timer;
    case (state)
      ON: begin
        light = '1;
        if (timer == 0)
          next_state = OFF;
        else 
          next_timer = timer - 1;
      end    
      OFF: begin
        light = '0;
        if (push_btn) begin
          next_state = ON;
          next_timer = T;
        end
      end
    endcase
  end
endmodule

===== flow/run.sh =====
#!/bin/bash
# OpenROAD 26Q1-2900-gdf79404cd8, Yosys 0.63+post, stock flow scripts
make -C /OpenROAD-flow-scripts/flow DESIGN_CONFIG=/design/flow/config.mk WORK_HOME=/design/flow/orfs finish

===== flow/config.mk =====
export PLATFORM = sky130hd
export DESIGN_NAME = timer_light
export DESIGN_NICKNAME = timer_light
export VERILOG_FILES = /design/flow/design.v
export SDC_FILE = /design/flow/constraint.sdc
export NUM_CORES = 4
export LEC_CHECK = 1
export CORE_UTILIZATION = 40

===== flow/constraint.sdc =====
current_design timer_light

set clk_period 5.9
set clk_io_pct 0.2

create_clock -name clk0 -period $clk_period [get_ports {clock}]

set non_clock_inputs [all_inputs -no_clocks]
set_input_delay [expr $clk_period * $clk_io_pct] -clock clk0 $non_clock_inputs
set_output_delay [expr $clk_period * $clk_io_pct] -clock clk0 [all_outputs]

==> reports/qor_table.md <==
| Step | Result | Reported |
|:---|:---|:---|
| status | Run status | finished, final reports clean |
| global route | Tot GR Track Use | 16.7% |
| synth | Most common cell in the netlist | dfrtp_1 |
| synth | Async SR Flop Fraction | 100% |
| synth | Cell type contributing the most total cell area after synthesis | dfrtp_1 |
| run | Max-capacitance violation count | 0 |
| finish | Area added between synthesis and finish | 7.93% |
| global route | First-pass GRT wire length | 6510 um |
| routing | Number of vias in the routed layout | 1,458 |
| sta | Worst clock skew | 7.16 ps |
| synth | Post-synthesis share of cell area spent on full adders, half adders and majority gates | 0.678% |
| min path | Hold path cells | 1 |
| synth | Synth Seq Share | 44.9% |
| routing | Post-detailed-route wirelength per cell | 15.3 um |
| routing | Diode count | 0 |
| placement | Number of port buffers | 3 |
| critical path | Endpoint type of the worst setup path | register |
| sta | Final worst path period share | 44.4% |
| synth | Combinational family with the most area after synthesis | simple AND/OR/NAND/NOR gates |
| routing | Remaining routing DRC violations | 0 |
| pwr | Total Power Consumption | 0.483 mW |
| clock network | Post-cts resize count | 0 |
| placement | Estimated wirelength of the detail-placed design | 2490 um |
| critical path | Worst path bufs/invs | 1 |
| sta | RSZ-0062 raised after global routing | false |
| floorplan | Std-Cell Core Area | 4380 um^2 |
| synth | Count of different cell masters after synthesis | 47 |
| clock network | Clock Tree Buf Depth | 2 |
| run | Number of logged tool warnings | 25 |
| sta | Transition time at the pin with the least slew margin | 754 ps |
| routing | ANT nets after route | 0 |
| global route | Antenna violations before repair | 0 |
| sta | Max-slew violation count | 0 |
| clock network | Number of sinks on the clock net | 33 |
| floorplan | Number of core rows | 24 |
| critical path | Reg-to-reg critical path endpoint | timer[9] |
| sta | Upper clock frequency limit | 382 MHz |
| routing | Detailed router's first-iteration violation count | 93 |
| sta | Time the final worst path needs with I/O delays and setup | 2620 ps |
| min path | Origin of the worst min-delay path | timer[21] |
| finish | # fillers | 401 |
| finish | Logic cell area | 941 um^2 |
| pwr | Static leakage | 0.723 nW |
| critical path | Required arrival time at the worst endpoint | 6060 ps |
| synth | Chip area from the yosys synthesis statistics | 1850 um^2 |
| synth | Primary flip-flop cell chosen by synthesis mapping | dfrtp_1 |
| floorplan | Die ar. | 4890 um^2 |
| global route | Total grt overflow | 0 |
| clock network | TritonCTS clock tree | yes |
| clock network | Clock root cell | clkbuf_8 |
| clock network | Buffer count from post-CTS setup fixing | 0 |
| routing | Total iterations of the first detailed-routing run | 4 |
| synth | Mapped Area | 1850 um^2 |
| synth | Top-area cell share | 40.7% |
| clock network | Clock Pin Slew Worst Setup and Hold Paths | 70 ps |
| critical path | Crit path cell chain | nor4_1 -> nand3b_1 -> o31ai_4 -> buf_4 -> o311ai_0 -> o41ai_1 |
| pwr | Sw Share | 25.1% |
| synth | Synthesis warning total | 1 |
| critical path | CP arrival | 2780 ps |
| sta | Setup TNS Final | 0 ps |
| synth | Number of cell instances after yosys synthesis | 186 |
| placement | Gpl congestion | 0.821 |
| floorplan | Initial cell density of the core | 42.1% |
| finish | Sequential standard cell area | 830 um^2 |
| floorplan | Number of top-level design ports | 4 |
| pwr | Power dissipated by switching net loads | 0.122 mW |
| pwr | Part of the total power dissipated in sequential elements | 56.6% |
| finish | Final core utilization | 45.5% |
| min path | Terminating pin of the worst hold path | timer[21] |
| routing | Total wirelength of the detailed-routed design | 3690 um |
| pwr | Portion of total power attributed to the clock network | 35.7% |
| synth | Top cells by count | dfrtp_1, nor2_1, nand2_1 |
| synth | Flops & latches, synth | 33 |
| pwr | Proportion of power drawn by combinational gates | 7.7% |
| clock network | Clock insertion delay at the later pin of the skew report | 280 ps |
| finish | Proportion of layout cells with a drive suffix above 1 | 11.1% |
| synth | Count of library flops with an enable pin | 0 |
| placement | Worst setup timing slack at the placement stage | 3110 ps |
| critical path | Startpoint of the worst register-to-register path | timer[26] |
| pwr | Worst vdd ir | 0.167 mV |
| global route | Vias in the first global route | 1,392 |
| sta | Final Hold Vio Count | 0 |
| synth | Post-Synth AOI/OAI Area | 16.7% |
| min path | HP Class | register to register |
| clock network | Maximum level of the CTS H-tree | 2 |
| pwr | Internal cell power | 0.362 mW |
| critical path | WS Path Type | register to register |
| global route | Largest net degree at the start of global routing | 34 |
| sta | Final Worst Setup Slack | 3280 ps |
| critical path | Startpoint types | register |
| sta | Final tally of setup violations | 0 |
| sta | Max-Slew Margin vs Limit | 49.7% |
| critical path | Maximum cell stage delay along the critical path | 580 ps |
| pwr | Cell area power density | 242 nW/um^2 |
| synth | Portion of netlist area occupied by mux cells | 3.25% |
| critical path | Slowest stage cell on the critical path | o31ai_4 |
| synth | Synthesized area per cell | 9.93 um^2 |
| critical path | Cell count of the worst reg-to-reg path | 6 |
| synth | Area fraction in and, or, nand and nor cells after synthesis | 26.6% |
| routing | Average via count per standard cell | 6.05 |
| critical path | R2R Setup Slk | 3280 ps |
| synth | Synth area leaders | dfrtp_1, dfstp_2, nor2_1 |
| sta | Minimum hold slack | 499 ps |
| floorplan | Die H | 69.9 um |
| clock network | Number of clock buffers inserted by TritonCTS | 5 |
| floorplan | Die Wd | 69.9 um |
| clock network | Hold buffer count at cts | 0 |
| critical path | Cell type group with the largest total delay on the critical path | simple AND/OR/NAND/NOR gates |
| synth | Post-Synthesis Cells | 186 |
| critical path | Maximum fanout along the worst path | 17 |
| synth | Xor and xnor area share after synthesis | 3.79% |
[how the worst max path moves through the flow]
stage,slack [ps],startpoint,cells after the start,endpoint
final,3280,timer[26],6,timer[9]
after CTS,3310,state,1,light
after global routing,3040,timer[27],6,timer[9]
[cell usage in the layout (no fill, tap or decap), drive strengths merged, types with 3 or more instances in the layout]
cell type      synthesis  layout
a21oi                  8       8
buf                    5       3
clkbuf                 6       8
clkdlybuf4s50          0       3
dfrtp                 30      30
dfstp                  3       3
inv                    4       4
mux2i                  6       6
nand2                 15      15
nand3                  9       9
nand3b                 3       3
nor2                  17      17
nor3                   6       6
nor4                  11      11
o21ai                  7       7
o311ai                 6       6
o31ai                  6       6
o41ai                  5       5
or3                    6       6
xnor2                  6       6
[routing by layer]
layer	GRT usage, %	vias to the layer above	routed length, um
met5	0	-	0
met2	24.7	29	1620
met3	3.80	4	143
met1	26.6	712	1890
met4	2.67	0	34
li1	-	713	-
[metrics by stage]
step | instance area (um^2) | instances
after floorplan | 1850 | 186
after global placement | 1900 | 233
after CTS | 1990 | 241
after detailed placement | 1900 | 233
final | 1990 | 241
after global routing | 1990 | 241
[cell families after synthesis]
group                    Yosys count
AND-OR/OR-AND                     41
flip-flops                        33
XOR/XNOR                           8
buffers and inverters             15
multiplexers                       6
adder cells (fa/ha/maj)            1
AND/OR/NAND/NOR                   82
[flip-flops by register name, indices dropped and copies added (netlist names)]
register and flops:
timer 32, state 1
[area by class of cell]
cell class / instances / area share [%]
clock buffers: 8 / 4.52
inverters: 4 / 0.753
multi-input cells: 138 / 47.2
flip-flops and latches: 33 / 41.6
well taps: 52 / 3.26
repair buffers: 6 / 2.64
[power groups by stage]
stage,Clock (mW),Sequential [mW],Combinational (mW)
after CTS,0.179,0.273,0.0378
final,0.173,0.273,0.0373
after global routing,0.188,0.277,0.0428
Power and IR drop assume default switching activity.
