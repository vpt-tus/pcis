--- ./run.sh ---
#!/bin/bash
# OpenROAD 26Q1-2900-gdf79404cd8, Yosys 0.63+post, stock flow scripts
make -C /OpenROAD-flow-scripts/flow DESIGN_CONFIG=/design/flow/config.mk WORK_HOME=/design/flow/orfs finish
--- ./config.mk ---
export PLATFORM = sky130hd
export DESIGN_NAME = fibonacci_top
export DESIGN_NICKNAME = fibonacci_top
export VERILOG_FILES = /design/flow/design.v
export SDC_FILE = /design/flow/constraint.sdc
export NUM_CORES = 4
export LEC_CHECK = 1
export CORE_UTILIZATION = 40
export SYNTH_HDL_FRONTEND = slang
--- ./constraint.sdc ---
current_design fibonacci_top

set clk_period 3.3
set clk_io_pct 0.2

create_clock -name clk0 -period $clk_period [get_ports {clk_100}]

set non_clock_inputs [all_inputs -no_clocks]
set_input_delay [expr $clk_period * $clk_io_pct] -clock clk0 $non_clock_inputs
set_output_delay [expr $clk_period * $clk_io_pct] -clock clk0 [all_outputs]
--- ./design.v ---
package definitions;
  typedef enum logic [2:0] {ADD,SUB,MULT,DIV,SL,SR} opcode_t;
  typedef enum logic {UNSIGNED, SIGNED} operand_type_t;
  typedef union packed {
    logic [23:0] u_data;
    logic signed [23:0] s_data;
  } data_t;
  typedef struct packed {
    opcode_t opc;
    operand_type_t op_type;
    data_t op_a;
    data_t op_b;
  } instruction_t;
endpackage
package tlight_package;
  typedef enum logic [2:0]{
    RED = 3'b100, 
    YELLOW = 3'b010, 
    GREEN = 3'b001} tlight_control_t;
endpackage
package bcd;
	typedef logic [3:0] bcd_t;
endpackage
module fibonacci #(parameter N=13) (
	input clk, reset,
	output logic [N-1:0] fn
);
	localparam STOP = 0, RUN = 1;
	localparam MAX_NUMBER = 2**N-1;
	logic [N:0] fn_plus_1, fn_plus_2;
	logic overflow, mode;
	assign fn_plus_2 = fn + fn_plus_1;
	assign overflow = fn_plus_2 > MAX_NUMBER;
	always @(posedge clk or posedge reset)
		if(reset) begin
			fn_plus_1 <= 1;
			fn <= 0;
		end
		else if (mode == RUN) begin
			fn_plus_1 <= fn_plus_2;
			fn <= fn_plus_1;
		end
	always @(posedge clk or posedge reset)
		if(reset) 
			mode <= RUN;
		else if (overflow) 
			mode <= STOP;
endmodule
module fibonacci_top (
	input clk_100,
	input reset,
	output [6:0] seg,
	output [3:0] an
);
	logic clk_fn, clk_disp;
	logic [13:0] fn;
	fibonacci u1 (.clk(clk_fn), .*);
	disp_ctrl u2 (.clk(clk_disp), .digits(fn), .*);
	clk_div #(.SCALE(100_000)) u3 (
		.clock_in(clk_100),
		.clock_out(clk_disp),
		.*
	);
	clk_div #(.SCALE(100)) u4 (
		.clock_in(clk_disp),
		.clock_out(clk_fn),
		.*
	);
endmodule
module clk_div #(parameter SCALE = 2)(
  input clock_in,
  input reset,
  output logic clock_out
  );
  localparam N = $clog2(2*SCALE-1);
  logic [N-1:0] count;
  always_ff @ (posedge clock_in, posedge reset)
    if (reset) begin
      count <= '0;
      clock_out <= '0;
    end
    else if (count == SCALE-1) begin
      count <= '0;
      clock_out <= ~clock_out;
    end
    else begin
      count <= count + 1;
      clock_out <= clock_out;
    end
endmodule
module disp_ctrl #(parameter D=4)(
  input clk,
  input reset,
  input [D-1:0][3:0] digits,
  output logic [D-1:0] an,
  output logic [6:0] seg
  );
  localparam ADDR_SIZE = $clog2(D);
  logic [ADDR_SIZE-1:0] addr;
  logic [3:0] active_digit;
  generate
    if (D>1) begin
      always_ff @(posedge clk, posedge reset)
        if(reset) addr <= D-1;
        else addr <= addr - 1;
    end
    else
      assign addr = 0;
  endgenerate
  assign active_digit = digits[addr];
  always_comb
    case (addr)
      3 : an = 'b0111;
      2 : an = 'b1011;
      1 : an = 'b1101;
      0 : an = 'b1110;
    endcase
  always_comb
    case (active_digit)
      0 : seg = 7'b1000000;
      1 : seg = 7'b1111001;
      2 : seg = 7'b0100100;
      3 : seg = 7'b0110000;
      4 : seg = 7'b0011001;
      5 : seg = 7'b0010010;
      6 : seg = 7'b0000010;
      7 : seg = 7'b1111000;
      8 : seg = 7'b0000000;
      9 : seg = 7'b0010000;
      'hA : seg = 7'b0001000;
      'hB : seg = 7'b0000011;
      'hC : seg = 7'b1000110;
      'hD : seg = 7'b0100001;
      'hE : seg = 7'b0000110;
      'hF : seg = 7'b0001110;
      default : seg = 7'b1111111;
    endcase
endmodule
==> impl_metrics.json <==
{
  "gpl.final_weighted_congestion": 0.8736,
  "max_clock_freq_mhz": 629.9,
  "rsz_0062_raised_after_global_routing": "false",
  "die_height_um": 94.31,
  "antennaDiodeCount": 0,
  "layout_cells_sized_above_1_pct": 13.78,
  "drtIter0Drc": 85,
  "final_cells": 446,
  "arr_time_crit_path_ns": 1.72,
  "ant_nets": 0,
  "setup_viol": 0,
  "synth.cell_area_um2": 3408,
  "cp.required_ns": 3.44,
  "cts_tree": "yes",
  "port_buffers": 12,
  "slew_violations": 0,
  "r2r_setup_slack_ns": 1.71,
  "unconstrained_endpoints": 50,
  "die_area_um2": 8893,
  "vdd.ir_drop.worst_v": 0.0001931,
  "syn_inst": 331,
  "total_leakage_power_nw": 1.704,
  "timing.hold.worst.start": "u3.count[0]",
  "async_reset_ff_share_pct": 100.0,
  "floorplan.die.width_um": 94.31,
  "grt_antenna_before_repair": 0,
  "grtUsageTotal_pct": 14.18,
  "seq_area_frac_synth_pct": 42.73,
  "wl_per_cell_um": 12.21,
  "hold_viol": 0,
  "unclocked_pins": 39,
  "timing.final.crit_period_ns": 1.588,
  "mostFrequentLayoutCell": "sky130_fd_sc_hd__dfrtp_1",
  "setup_slack_ns": 1.713,
  "globalRoute.totalOverflow": 0,
  "via_count_of_the_first_global_routing_pass": 2223,
  "startpoint_type": "flop",
  "floorplan.core_util_pct": 41.48,
  "ctsResizeCount": 0,
  "global_route_wire_length_before_repair_mm": 10.03,
  "fillers": 767,
  "dp_hpwl_mm": 4.201,
  "drt_wl_total_mm": 5.446,
  "worst_flop_to_flop_path_startpoint": "u3.count[9]",
  "vias_per_cell": 5.128,
  "fp.coreArea_um2": 8217,
  "dpl.cell_count": 442,
  "final.hold.worst_slack_ns": 0.4774,
  "avgSynthCellArea_um2": 10.30,
  "powerDensity_nw_per_um2": 109.6,
  "warning_count": 33,
  "layout_top_cells": "sky130_fd_sc_hd__dfrtp_1, sky130_fd_sc_hd__nor2_1, sky130_fd_sc_hd__nand2_1, sky130_fd_sc_hd__ha_1, sky130_fd_sc_hd__inv_1",
  "postPlaceCellArea_um2": 3625,
  "timing_worst_setup_path_type": "reg -> reg",
  "clock_tree.buffer_depth": 2,
  "main_flop_type": "sky130_fd_sc_hd__dfrtp_1",
  "fin_skew_ns": 0.001487,
  "design_power_total_mw": 0.4021,
  "cts-buffers-inserted": 3,
  "timing.hold.worst.class": "reg -> reg",
  "endpoint_of_the_worst_register_to_register_path": "u3.count[17]",
  "ys_ff": 58,
  "yosys_warnings": 0,
  "worst_max_slew_margin_expressed_relative_to_the_limit_pct": 54.65,
  "worst-slew-pin-transition_ns": 0.6793,
  "period_used_pct": 48.11,
  "route.vias.total": 2287,
  "yosysUniqueCellTypes": 57,
  "post-route-cell-area_um2": 3670,
  "drt_drc_violations_left": 0,
  "yosys.stat.chipArea_um2": 3408,
  "drt-pass1-iter-count": 4,
  "outcome": "completed",
  "cts_hold_repair.buffers": 0,
  "crit_fanout": 6,
  "post_route_setup_tns_ns": 0,
  "clk_root_buffer_cell": "sky130_fd_sc_hd__clkbuf_8",
  "maxCapViolCount": 0,
  "clock_h_tree_levels": 1,
  "final_core_utilization_pct": 44.66,
  "hold-path-cell-count": 1,
  "rr_worst_depth": 5,
  "placement.setup.worst_slack_ns": 1.686,
  "grt_start_max_net_pins": 36,
  "boundaryPins": 13,
  "placement_rows": 33,
  "clkTransAtPathRegs_ns": 0.06,
  "area_growth_syn_to_layout_pct": 7.673,
  "clock.latency.late_pin_ns": 0.25,
  "post-cts-setup-buffers": 0,
  "timing.hold.worst_endpoint": "u3.count[0]",
  "synth-edff-count": 0,
  "worstSetupEndpointType": "flop",
  "ys_cells": 331
}
==> power breakdown <==
| group | switching (mW) | internal [mW] | leakage [nW] |
|---|---|---|---|
| clock | 0.0686 | 0.0856 | 0.0228 |
| combinational | 0.0132 | 0.00190 | 0.905 |
| sequential | 0 | 0.233 | 0.776 |
==> area by class of cell <==
type / instances / area, um^2 / share of cell area, %
Sequential cell: 58 / 1456 / 39.69
Clock buffer: 4 / 45.04 / 1.227
Tap cell: 105 / 131.4 / 3.580
Timing Repair Buffer: 15 / 142.6 / 3.887
Multi-Input combinational cell: 243 / 1815 / 49.47
Inverter: 21 / 78.83 / 2.148
==> layer usage <==
layer | vias up | global-route usage, % | wire [um]
met5 | - | 0 | 0
met4 | 0 | 1.282 | 23
met3 | 4 | 0.6584 | 61
met2 | 15 | 22.34 | 2454
met1 | 1088 | 23.40 | 2905
li1 | 1180 | - | -
==> cells in the mapped netlist, drive strengths merged, types with 5 or more instances <==
cell / number / area share, %
nor3: 7 / 1.5
buf: 7 / 1.5
mux2: 19 / 6.3
o21ai: 10 / 1.5
nand2: 29 / 3.2
nand4: 7 / 1.3
a21oi: 20 / 3.2
xnor2: 11 / 2.8
nor2: 31 / 3.5
ha: 25 / 9.2
dfrtp: 54 / 40
nand3: 13 / 1.9
inv: 21 / 2.3
a21o: 5 / 1.1
xor2: 17 / 4.4
==> worst max-delay path, cell delays in order, from the launching register on <==
cell and delay [ns]:
sky130_fd_sc_hd__dfrtp_1 0.43, sky130_fd_sc_hd__nand4_1 0.18, sky130_fd_sc_hd__nor3_1 0.28, sky130_fd_sc_hd__nand2_1 0.12, sky130_fd_sc_hd__nor2_1 0.12, sky130_fd_sc_hd__mux2_2 0.34
==> state kept, by name, summed over array words and instances, names as in the netlist <==
name / count
u1.fn: 13
u3.clock_out: 1
u1.mode: 1
u4.count: 8
u1.fn_plus_1: 14
u3.count: 18
u2.addr: 2
u4.clock_out: 1
==> worst max-delay path by stage <==
| stage | endpoint | startpoint |
|---|---|---|
| CTS | u3.count[17] | u3.count[9] |
| finish | u3.count[17] | u3.count[9] |
| global route | u3.count[17] | u3.count[9] |
==> cell families after synthesis <==
kind of cell / Yosys count / synth area share, %
buffers and inverters: 30 / 4.002
AOI/OAI and AO/OA: 62 / 12.78
adders and majority gates: 26 / 9.765
xor gates and xnor gates: 28 / 7.195
and+or+nand+nor: 103 / 15.42
muxes: 24 / 8.113
DFF: 58 / 42.73
Power is estimated from default activity; no workload was simulated.
